$ cat ./config.mk
export PLATFORM = sky130hd
export DESIGN_NAME = MuxWB
export DESIGN_NICKNAME = MuxWB
export VERILOG_FILES = /design/flow/design.v
export SDC_FILE = /design/flow/constraint.sdc
export NUM_CORES = 4
export LEC_CHECK = 1
export CORE_AREA = 10 10 75 75
export DIE_AREA = 0 0 85 85
$ cat ./run.sh
#!/bin/bash
# OpenROAD 26Q1-2900-gdf79404cd8, Yosys 0.63+post, stock flow scripts
make -C /OpenROAD-flow-scripts/flow DESIGN_CONFIG=/design/flow/config.mk WORK_HOME=/design/flow/orfs finish
$ cat ./design.v
module MuxWB(clock, data1, data2, ctrl, outputMux);
    input [15:0]data1;
    input [15:0]data2;
    input ctrl;
    input clock;
    output reg [15:0]outputMux;
    always @ (negedge clock)begin
        if(ctrl == 0)begin
            outputMux = data1;
        end if(ctrl == 1)begin
            outputMux = data2;
        end
    end
endmodule
$ cat ./constraint.sdc
current_design MuxWB

set clk_period 1.0
set clk_io_pct 0.2

create_clock -name clk0 -period $clk_period [get_ports {clock}]

set non_clock_inputs [all_inputs -no_clocks]
set_input_delay [expr $clk_period * $clk_io_pct] -clock clk0 $non_clock_inputs
set_output_delay [expr $clk_period * $clk_io_pct] -clock clk0 [all_outputs]
==> qor.csv <==
stage,metric,value,unit
clock_tree,Post-CTS Hold Buffers,0,
placed_design,Place WS,-0.8519,ns
drt,Initial DRT Pass Iterations,2,
clock_tree,Num CTS Buffers,3,
sta,RSZ-0062 raised after global routing,true,
layout,Largest register FFs,16,
run_status,status,finished with violations,
sta,Worst Tran Pin Value,0.07606,ns
drt,vias per std cell,3.320,
setup_path,CP Buf/Inv Count,1,
global_route,initial antenna violation count,0,
run_status,failing checks,setup timing,
sta,Final Setup Violations,32,
sta,final worst slack,-0.4151,ns
floorplan,core region area,4058,sq um
logic_synthesis,Syn Inst Count,35,
setup_path,CP endpoint kind,output pin,
placed_design,DP HPWL,1487,um
setup_path,CP Launch Type,register,
clock_tree,htree depth,1,
layout,ratio of cells with drive above 1 in the final layout,0.3883,
logic_synthesis,number of enable flip-flop cells,0,
power,Power Density,1463,nW/um^2
logic_synthesis,most frequent cell after synthesis,dfxtp_1,
setup_path,Top delay family on crit path,flip-flops,
clock_tree,TritonCTS clock tree,yes,
power,Max VDD drop,0.4729,mV
global_route,GRT Util Overall,0.05029,
logic_synthesis,asr flop ratio synth,0,
logic_synthesis,Cell Type Count,6,
clock_tree,clock-pin slew on the worst setup and hold paths,0.04,ns
drt,# DRC,0,
drt,First DRT Iteration DRCs,7,
setup_path,crit-path max cell delay,0.30,ns
logic_synthesis,"Seq/Total Area, Yosys",0.5590,
setup_path,Critical Path RT,0.80,ns
global_route,largest net degree at the start of global routing,10,
logic_synthesis,top cells by count,"dfxtp_1 (16), mux2_4 (10), mux2_2 (6)",
floorplan,Die X,85,um
setup_path,CP max FO,1,
placed_design,placed cell area,1119,sq um
floorplan,row count,23,
sta,Slew Limit Fails,0,
drt,average wire per standard cell,12.16,um
drt,antenna-violating nets left,0,
sta,slew margin rel.,0.9493,
layout,post-route cell area,1154,sq um
logic_synthesis,Synth Flop Type,dfxtp_1,
floorplan,Pre-Place Util,0.1412,
drt,ANT cells,0,
logic_synthesis,"area leader, netlist",dfxtp_1,
power,Leakage,0.6341,nW
floorplan,chip area,7225,sq um
logic_synthesis,#FFs+latches synth,16,
logic_synthesis,largest cells by area after synthesis,"dfxtp_1 (56%), mux2_4 (26%), mux2_2 (12%), buf_12 (3.5%), buf_6 (2.0%)",
global_route,GR Overflow Total,0,
floorplan,I/O pin count,50,
logic_synthesis,yosys stat cell total,35,
floorplan,die outline height,85,um
setup_path,crit path cell chain,buf_2,
clock_tree,Num Clock Sinks,16,
placed_design,Final GP Congestion,0.6957,
global_route,first-pass GRT wire length,2856,um
clock_tree,clock buffer depth,2,
placed_design,Port Buffer Count,49,
setup_path,critical path's slowest cell,dfxtp_2,
setup_path,WS Path Type,register to output pin,
setup_path,Crit. path cell count,1,
layout,Synth-to-Final Area Change,101.3,%
clock_tree,# Post-CTS Setup Buffers,0,
logic_synthesis,YS chip area,573.0,sq um
clock_tree,Clock Tree Root,clkbuf_8,
min_path,Min-Delay Path Depth,2,
sta,Final Hold Fails,0,
min_path,Min-Delay Path Class,input pin to register,
global_route,number of global-route vias before repair,618,
job,OpenROAD warning count,44,
drt,final wirelength,1860,um
logic_synthesis,"Warnings, synthesis",1,
drt,routed via count,508,
logic_synthesis,Top-area cell share,0.5590,
logic_synthesis,syn_area_per_cell,16.37,sq um
logic_synthesis,Post-Syn Area,573.1,sq um
job,max-cap check violation count,0,
setup_path,critical path arrival,1.22,ns
[metal layers]
layer / global-route usage / vias to the layer above / part of all wire
met5: 0 / - / 0
met4: 0.02096 / 0 / 0.016
met3: 0.04335 / 5 / 0.14
met2: 0.07970 / 33 / 0.50
met1: 0.04492 / 215 / 0.35
li1: - / 255 / -
[layout by cell type, fill, tap and decap left out, drive strengths merged]
cell type and n:
dfxtp 16, dlygate4sd2 32, clkbuf 3, clkinvlp 1, mux2 16, inv 16
buf 19
[power by group]
part / switching [mW] / total, mW / internal [mW]
combinational: 0.0594 / 0.253 / 0.193
sequential: 0.00991 / 0.705 / 0.696
clock: 0.372 / 0.730 / 0.358
[path summary, 6_finish.rpt]
path                             to  slack, ns          from
worst max-delay path   outputMux[1]      -0.42  outputMux[1]
worst min-delay path  outputMux[13]       0.73     data2[13]
[stage by stage]
stage / utilization / total power [mW] / hold slack (ns) / cells / TNS (ns)
3_5_place_dp: 0.2757 / 1.144 / 1.311 / 133 / -20.52
4_1_cts: 0.2843 / 1.756 / 0.7167 / 153 / -7.239
5_1_grt: 0.2843 / 1.869 / 0.6994 / 153 / -7.550
2_1_floorplan: - / 0.9072 / 0.8429 / 35 / -4.875
3_3_place_gp: 0.2757 / 1.140 / 1.306 / 133 / -20.42
6_report: 0.2843 / 1.688 / 0.7262 / 153 / -7.041
[area by class of cell]
cell class / instances / area (sq um)
clock inverter: 17 / 65.06
fill: 418 / 2904
clock buffer: 3 / 41.29
tap: 50 / 62.56
sequential: 16 / 321.6
timing repair buffer: 51 / 422.9
multi-input combinational: 16 / 240.2
[what timing repair did]
item | 4_1_cts | 5_1_grt
resized | 94 | 0
cloned | 1 | 0
pin swaps | 0 | 0
setup endpoints to repair | 32 | 32
[logic make-up after synthesis]
logic type	Yosys count	synth area share
flops	16	0.5590
buf+inv	3	0.06113
mux	16	0.3799
Power is estimated from default activity; no workload was simulated.
